[design/flow/config.mk]
export PLATFORM = sky130hd
export DESIGN_NAME = block_ram
export DESIGN_NICKNAME = block_ram
export VERILOG_FILES = /design/flow/design.v
export SDC_FILE = /design/flow/constraint.sdc
export NUM_CORES = 4
export LEC_CHECK = 1
export CORE_UTILIZATION = 50
export SYNTH_MEMORY_MAX_BITS = 65536
[design/flow/constraint.sdc]
current_design block_ram

set clk_period 41.5
set clk_io_pct 0.2

create_clock -name clk0 -period $clk_period [get_ports {clk}]

set non_clock_inputs [all_inputs -no_clocks]
set_input_delay [expr $clk_period * $clk_io_pct] -clock clk0 $non_clock_inputs
set_output_delay [expr $clk_period * $clk_io_pct] -clock clk0 [all_outputs]
[design/flow/design.v]
`timescale 1ns / 1ps
module block_ram(
    input clk,
    input ena,
    input wea,
    input [7:0] addra,
    input [23:0] dina,
    output reg [23:0] douta,
    input enb,
    input web,
    input [7:0] addrb,
    input [23:0] dinb,
    output reg [23:0] doutb
);
    (* ram_style = "block" *)
    reg [23:0] memory [255:0];
    always @(posedge clk) begin
        if(wea)
            memory[addra] <= dina;
        else
            douta		<= ena ? memory[addra] : 24'dx;
    end
    always @(posedge clk) begin
        if(web)
            memory[addrb] <= dinb;
        else
            doutb		<= enb ? memory[addrb] : 24'dx;
    end
endmodule
[design/flow/run.sh]
#!/bin/bash
# OpenROAD 26Q1-2900-gdf79404cd8, Yosys 0.63+post, stock flow scripts
make -C /OpenROAD-flow-scripts/flow DESIGN_CONFIG=/design/flow/config.mk WORK_HOME=/design/flow/orfs finish
==> reports/results.ini <==
[run_status]
outcome = completed

[pwr]
comb_power_share_pct = 11.7
vdd_ir_drop_max_v = 0.00003613
power_density_nw_per_um2 = 36.93
power.internal_w = 0.01092
switching_share_pct = 25.59
p_clk_share_pct = 41.0
p_sw_w = 0.003756
power_leakage_nw = 123.4
seqPwrFrac_pct = 47.3

[logic_synthesis]
yosysSeqAreaShare_pct = 51.93
yosys_cells = 21718
largest_area_cell = edfxtp_1
ys_seq_elements = 6192
yosys-stat-area_um2 = 358000
edf_count = 6192
common_cells = edfxtp_1 (6192), mux2_2 (6047), mux4_2 (3072)
area_leaders = edfxtp_1 (52%), mux4_2 (19%), mux2_2 (19%), a22oi_1 (3.2%), clkbuf_1 (2.2%)
ys.flop_type = edfxtp_1
synth.most_common_cell = edfxtp_1
yosysWarnings = 1
avgSynthCellArea_um2 = 16.49
yosysUniqueCellTypes = 31
synth.top_cell.area_share_pct = 51.93
synth_area_um2 = 358000
async_flop_share_pct = 0
synthCells = 21718

[final_timing]
worst_pin_slew_ns = 1.328
hold_viol = 0
skew_ns = 0.04678
setup_viol = 0
fmax_mhz = 69.06
rsz0062_at_grt = false
slew_violations = 0
min_period_ns = 14.48
finalClockPeriodUsage_pct = 34.89
whs_ns = 1.017
setup_tns_ns = 0
relSlewSlack_pct = 11.49

[global_route]
antenna_found_initial = 116
grt_pass1_wl_mm = 1974
first_global_vias = 233347
grt-ovfl-total = 0
grt_max_degree = 90
grt.total_usage_pct = 44.87

[clock_tree]
cts_made_buffers = 710
ctsResizeCount = 0
clk_pin_slew_ns = 0.06
cts_tree = built
cts_setup_buffers = 0
root_buffer = clkbuf_16
cts.sinks = 6192
clock.latency.late_pin_ns = 1.20
htreeDepth = 6
clk_path_buf_depth = 4
cts_hold_buf = 0

[final_layout]
comb_area_um2 = 164100
drive_above_1_share_pct = 57.24
final_cells = 31216
flop_area_um2 = 185900
areaGrowthSynthToFinish_pct = 11.03
nFillCells = 55478

[die]
core_area_um2 = 712900
fp-row-count = 310
ios = 117
die_y_um = 848.2
die_area_um2 = 719400
fp-utilization_pct = 50.22
die_x_um = 848.2

[setup_path]
critical-path-max-stage-delay_ns = 1.08
cp_slowest_cell = o41ai_2
arrival_ns = 15.37
path_class = in -> reg
crit_path_start_kind = primary input
critPathRequiredTime_ns = 42.38
critPathCaptureType = register
crit_path_max_fanout = 36
worstPathCellList = buf_16 -> buf_4 -> buf_4 -> buf_4 -> buf_4 -> buf_4 -> buf_4 -> buf_4 -> mux4_2 -> a22oi_1 -> a21oi_1 -> o41ai_2 -> nand4_1
crit_top_cell = buf_4

[route]
drt_first_pass_iters = 6
num_vias = 223882
viasPerCell = 7.172
drt_drc_violations_left = 0
detail_route.wl_per_cell_um = 46.92
first_iter_violations = 16997
ant_nets = 0
wl_mm = 1465

[placed_design]
routabilityCongestion = 1.048
dp_hpwl_mm = 920.0
io_buffers = 114
dp_cells = 29853

[min_path]
worstHoldPathType = reg -> reg

[flow_run]
warning_count = 28
cap_violations = 0

## through the flow
step	util [%]	setup slack [ns]	instance area, µm²	total power, W
floorplan	-	29.59	358000	0.008043
global placement	52.72	26.05	375900	0.008718
detailed placement	52.72	26.04	375900	0.008731
CTS	55.72	27.29	397300	0.01469
global route	55.74	26.77	397400	0.01500
finish	55.76	27.02	397500	0.01468
## layout make-up
cell class / instances / share of cell area, %
sequential: 6192 / 46.77
multi-input combinational: 12417 / 41.29
clock buffer: 924 / 4.752
timing repair buffer: 1726 / 3.489
tap: 9516 / 2.995
clock inverter: 336 / 0.6323
antenna: 103 / 0.06484
inverter: 2 / 0.001888
## final timing paths
path	cells after the start	to	slack, ns	start
worst max-delay path	13	doutb[2]	27.02	addrb[0]
worst min-delay path	5	douta[19]	1.02	memory[148][19]
worst max register to register	6	doutb[1]	37.94	memory[175][1]
worst min register to register	5	douta[19]	1.02	memory[148][19]
## sequential cells by signal, indices dropped and copies added (netlist names)
signal  count
doutb      24
douta      24
memory   6144
## logic make-up after synthesis
logic type,after synthesis,synth area share (%)
buffers and inverters,3109,3.658
multiplexers,9216,38.65
AND-OR/OR-AND,2752,5.190
flip-flops,6192,51.93
AND/OR/NAND/NOR,449,0.5689
## critical path: cells and delay by family
kind | cells | cell delay (ns)
multiplexers | 1 | 0.56
AND-OR/OR-AND | 3 | 2.15
buffers and inverters | 8 | 3.91
AND/OR/NAND/NOR | 1 | 0.15
## placed cells by master, fill, tap and decap left out, types with 27 or more instances in the layout
master           count
edfxtp_1          6192
mux2_2            6047
mux4_2            3072
buf_4             1585
a22oi_1           1536
a21oi_1            768
clkbuf_16          725
clkbuf_1           199
clkinv_1           180
nor2_2             170
o22ai_4            141
o41ai_2            106
diode_2            103
mux2_1              97
clkinv_2            77
nand2_1             62
clkdlybuf4s50_1     58
o41ai_1             55
o22ai_2             55
nand4_1             48
buf_8               48
nor2_4              37
nand2_2             33
o41ai_4             31
o21ai_4             31
nand2_4             30
o21ai_2             29
bufinv_16           28
buf_12              27
## power groups by stage
stage     Sequential, W  Clock, W  Combinational (W)
4_1_cts         0.00694   0.00608            0.00166
5_1_grt         0.00694   0.00630            0.00176
6_report        0.00695   0.00602            0.00171
## layer usage
metal	GRT usage, %	part of all wire, %	vias to the layer above
met1	52.25	30	116183
met5	11.46	0.62	-
met3	34.31	19	3365
met2	59.63	43	15051
li1	-	-	89098
met4	25.56	8.0	185
No activity file was given, so power comes from the tool's default toggle rates.
