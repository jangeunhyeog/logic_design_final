==> design.v <==
module clock_divider (
    input clk,
    output slow_clock
);
    reg [25:0] counter = 26'd0;
    reg slow_clk_reg = 1'b0;
    assign slow_clock = slow_clk_reg;
    always @(posedge clk ) begin
            if (counter == 27'd27) begin
                counter <= 26'd0;
                slow_clk_reg <= ~slow_clk_reg;
            end 
            else begin
                counter <= counter + 1'd1;
            end
    end
endmodule
==> run.sh <==
#!/bin/bash
# OpenROAD 26Q1-2900-gdf79404cd8, Yosys 0.63+post, stock flow scripts
make -C /OpenROAD-flow-scripts/flow DESIGN_CONFIG=/design/flow/config.mk WORK_HOME=/design/flow/orfs finish
==> config.mk <==
export PLATFORM = sky130hd
export DESIGN_NAME = clock_divider
export DESIGN_NICKNAME = clock_divider
export VERILOG_FILES = /design/flow/design.v
export SDC_FILE = /design/flow/constraint.sdc
export NUM_CORES = 4
export LEC_CHECK = 1
export CORE_AREA = 10 10 110 110
export DIE_AREA = 0 0 120 120
==> constraint.sdc <==
current_design clock_divider

set clk_period 6.2
set clk_io_pct 0.2

create_clock -name clk0 -period $clk_period [get_ports {clk}]

set non_clock_inputs [all_inputs -no_clocks]
set_input_delay [expr $clk_period * $clk_io_pct] -clock clk0 $non_clock_inputs
set_output_delay [expr $clk_period * $clk_io_pct] -clock clk0 [all_outputs]
==> run_results.csv <==
group,metric,value,unit
hold_path,hold_path_depth,1,
final_timing,setup_violations,0,
job,log.warning_count,25,
worst_setup_path,critical_path.top_delay_family,"buffers and inverters",
placed_design,placedInstanceArea,1280,um2
worst_setup_path,r2r-start,"counter[0]$_SDFF_PN0_",
cells_and_area,regArea,551,um2
power,vdd.ir_drop.worst,0.000160,V
worst_setup_path,crit_path_max_incr_delay,0.46,ns
synth,yosysChipArea,1110,um2
cells_and_area,final_cells,249,
final_timing,skew,0.00155,ns
worst_setup_path,r2r_end,"slow_clk_reg$_DFFE_PN_",
detailed_routing,vias,725,
grt,grt_pass1_vias,685,
run_status,outcome,"finished clean",
worst_setup_path,worstSetupPathType,"flop to primary output",
detailed_routing,wl,1660,um
synth,synthAoiAreaFrac,0,
cells_and_area,filler_cell_count,1090,
worst_setup_path,cp_cell_sequence,"clkdlybuf4s50_1",
synth,synth_cells,111,
synth,syn_area_per_cell,9.96,um2
detailed_routing,first_pass_iters,3,
final_timing,rsz0062_at_grt,"false",
synth,ys_seq_share,0.498,
floorplan,rows,36,
power,p_per_area,203,nW/um2
floorplan,core_area,9770,um2
final_timing,slew_headroom,0.578,
final_timing,fin_crit_sh,0.374,
synth,yosysWarnings,1,
placed_design,dp_cells,245,
cells_and_area,lay_top_count,"dfxtp_1",
final_timing,fmax,432,MHz
floorplan,fp_util,0.113,
synth,mux_share,0,
worst_setup_path,path_buffers,1,
placed_design,place_congestion,0.816,
worst_setup_path,cp-start-kind,"flop",
grt,grt_start_max_net_pins,16,
cts,holdBufCountCts,0,
worst_setup_path,slowest_stage,"clkdlybuf4s50_1",
cts,cts_resized,0,
detailed_routing,viasPerCell,2.91,
final_timing,fin_tns_setup,0,ns
floorplan,die_x,120,um
cts,cts_tree,"built",
floorplan,ios,2,
cts,clock-root-buffer,"clkbuf_8",
cells_and_area,most-common-layout-cells,"dfxtp_1, xnor2_1, nand3_1",
cts,clk_pin_slew,0.09,ns
synth,syn-cell-area,1110,um2
detailed_routing,ant_nets,0,
final_timing,finalMaxSlewViolations,0,
worst_setup_path,r2r_cells,4,
cts,cts_made_buffers,3,
cts,clock_sinks,27,
detailed_routing,wl_met1,915,um
synth,ys_sh_simple,0.284,
detailed_routing,routedWlPerCell,6.65,um
hold_path,hold_path.class,"flop to flop",
floorplan,chipArea,14400,um2
cts,htreeDepth,1,
cts,cts.path.max_buffers,2,
cells_and_area,largest_register_ff_count,26,
job,maxCapViolCount,0,
synth,ys_cells,111,
cells_and_area,syn2layout_area_growth,20.1,%
placed_design,port_buffers,1,
synth,ys_sh_adder,0.0113,
detailed_routing,met2_length,652,um
grt,antenna_found_initial,0,
synth,ys_sh_xor,0.190,
detailed_routing,drc,0,
worst_setup_path,reg2reg_slack,4.39,ns
grt,grt_usage,0.0248,
final_timing,post-route-min-period,2.32,ns
final_timing,worst_pin_slew,0.629,ns
worst_setup_path,cp.arrival,1.08,ns
grt,grt_pass1_wl,3150,um
power,total_power,0.269,mW
hold_path,hp-start,"counter[25]$_SDFF_PN0_",
grt,grt-ovfl-total,0,
worst_setup_path,critPathRequiredTime,4.96,ns
detailed_routing,highest_layer,"met4",
worst_setup_path,cp_max_fo,2,
cells_and_area,logic_area,537,um2
cells_and_area,drive_above_1_share,0.0776,
detailed_routing,antenna_cells,0,
worst_setup_path,setup.worst_path.end_class,"primary output",
detailed_routing,drt_iter0_markers,90,
power,power_leakage,0.419,nW
cells_and_area,final_area,1330,um2
cts,cts_setup_buffers,0,
cts,clk_latency,0.26,ns
placed_design,dp_hpwl,1200,um
synth,synth.logic.top_family,"simple AND/OR/NAND/NOR gates",
detailed_routing,wl_met3,73,um
floorplan,fp.dieH,120,um
synth,ys.flops,27,
hold_path,hold_path_end,"counter[25]$_SDFF_PN0_",
synth,yosysUniqueCellTypes,20,
final_timing,finalHoldViolCount,0,
metal layers:
metal,track usage,vias to the layer above
met3,0.00809,2
li1,-,397
met2,0.0354,8
met5,0,-
met1,0.0370,318
met4,0.00226,0
metrics by stage:
stage / setup slack (ns) / util / hold WS [ns]
CTS: 3.87 / 0.136 / 0.471
detailed placement: 4.17 / 0.131 / 0.451
global route: 3.80 / 0.136 / 0.498
finish: 3.88 / 0.136 / 0.467
floorplan: 4.58 / - / 0.426
global placement: 4.17 / 0.131 / 0.443
cells in the mapped netlist:
library cell	number	area, um2
nor4_4	1	21.3
dfxtp_1	26	521
xnor2_1	17	149
nand3_1	14	70.1
and3_1	4	25.0
nor2_2	1	6.26
inv_1	5	18.8
nand4_4	1	21.3
xor2_1	7	61.3
and4_2	1	10.0
nand2_1	7	26.3
nor2_1	9	33.8
edfxtp_1	1	30.0
nor4b_1	1	8.76
nand4_1	5	31.3
ha_1	1	12.5
nor3_1	3	15.0
nor4_1	5	31.3
and3_2	1	7.51
nor2b_1	1	6.26
report_power, final:
| part | switching (mW) | internal (mW) |
|---|---|---|
| Clock | 0.0503 | 0.0449 |
| Sequential | 0 | 0.174 |
| Combinational | 0 | 0 |
| Total | 0.0503 | 0.219 |
how the worst max path moves through the flow:
stage	startpoint	end	slack [ns]	cells after the start
after CTS	slow_clk_reg$_DFFE_PN_	slow_clock	3.87	1
after global routing	slow_clk_reg$_DFFE_PN_	slow_clock	3.80	1
final	slow_clk_reg$_DFFE_PN_	slow_clock	3.88	1
layout make-up:
cell class / count / area share
sequential: 27 / 0.414
multi-input combinational: 79 / 0.404
tap: 133 / 0.125
clock buffer: 3 / 0.0311
inverter: 5 / 0.0141
timing repair buffer: 1 / 0.00753
clock inverter: 1 / 0.00377
cell families after synthesis:
group                      after synthesis
buffers and inverters                    5
and+or+nand+nor                         54
xor gates and xnor gates                24
adders and majority gates                1
DFF                                     27
No activity file was given, so power comes from the tool's default toggle rates.
