<file path="constraint.sdc">
current_design uart_transmitter

set clk_period 2.7
set clk_io_pct 0.2

create_clock -name clk0 -period $clk_period [get_ports {uart_samplig_clk}]

set non_clock_inputs [all_inputs -no_clocks]
set_input_delay [expr $clk_period * $clk_io_pct] -clock clk0 $non_clock_inputs
set_output_delay [expr $clk_period * $clk_io_pct] -clock clk0 [all_outputs]
</file>
<file path="run.sh">
#!/bin/bash
# OpenROAD 26Q1-2900-gdf79404cd8, Yosys 0.63+post, stock flow scripts
make -C /OpenROAD-flow-scripts/flow DESIGN_CONFIG=/design/flow/config.mk WORK_HOME=/design/flow/orfs finish
</file>
<file path="design.v">
module uart_transmitter (
    input uart_samplig_clk,
    input reset,
    output reg RsTx,
    input valid,
    output ready,
    input [7:0] data_to_xmit
);
    reg [1:0] state;
    reg [7:0] data_shift_register;
    reg [2:0] tx_data_count;
    reg [3:0] sampling_phase;
    parameter IDLE = 2'd0;
    parameter XMIT = 2'd1; 
    parameter END_XMIT = 2'd2;
    parameter STOP_BIT = 2'd3;
    assign ready = state == IDLE;
    always @(posedge uart_samplig_clk ) begin
        if (~reset) begin
            state <= IDLE;
        end
        else begin
            case (state)
                IDLE : begin
                    if (valid && ready) begin
                        state <= XMIT;
                        data_shift_register <= data_to_xmit;
                        tx_data_count <= 3'd0;
                        sampling_phase <= 4'd1;
                        RsTx <= 1'd0;
                    end
                    else 
                        RsTx <= 1'd1;
                end
                XMIT : begin
                    if (sampling_phase == 4'd0) begin
                        if (tx_data_count == 3'd7) begin
                            state <= END_XMIT;
                            data_shift_register <= {1'd1,data_shift_register[7:1]};
                            RsTx <= data_shift_register[0];
                            sampling_phase <= 4'd1;
                        end
                        else begin
                            data_shift_register <= {1'd1,data_shift_register[7:1]};
                            RsTx <= data_shift_register[0];
                            tx_data_count <= tx_data_count + 3'd1;
                        end
                    end
                    sampling_phase <= sampling_phase + 1'd1;
                end
                END_XMIT : begin
                    if (sampling_phase == 4'd0) begin
                        state <= STOP_BIT;
                        RsTx <= 1'd1;
                    end
                    sampling_phase <= sampling_phase + 1'd1;
                end
                STOP_BIT : begin
                    if (sampling_phase == 4'd0) begin
                        state <= IDLE;
                        RsTx <= 1'd1;
                    end
                    sampling_phase <= sampling_phase + 1'd1;
                end
            endcase
        end
    end
endmodule
</file>
<file path="config.mk">
export PLATFORM = sky130hd
export DESIGN_NAME = uart_transmitter
export DESIGN_NICKNAME = uart_transmitter
export VERILOG_FILES = /design/flow/design.v
export SDC_FILE = /design/flow/constraint.sdc
export NUM_CORES = 4
export LEC_CHECK = 1
export CORE_AREA = 10 10 91 91
export DIE_AREA = 0 0 101 101
</file>
==> CHANGELOG.md <==
### Changed

* Status: finished, final reports clean
* Log Warnings at 26
* Clock sinks at 20
* Mapped cell area at between 900 and 1000 µm²
* Routability congestion estimate from global placement at roughly 0.8
* Final Routed Wirelength at 1666 µm
* Filler Cells Inserted at just under 700
* Antenna violations before repair at 0
* P_int at ~500 µW
* Combinational share of power at between 10% and 20%
* Drt pass-1 iters at 4
* Initial DRC Count at 22
* Power after layout at between 600 and 700 µW
* Clock power share at a little under a third
* Gate Area at 381.6 µm²
* Sequence of cells on the critical path: ha_1 -> ha_1 -> or4b_1 -> a211oi_1
* TritonCTS clock tree: built
* Crit-path max cell delay at approximately 530 ps
* Hold_buf cts at 0
* Clock transition at path regs at around 70 ps
* Chip Width at slightly above 100 µm
* IO Count at 13
* Top achievable clock speed at about 460 MHz
* Die height at just over 100 µm
* PD cells at roughly 520 nW/µm²
* Ys Warns at 1
* Share of layout cells above drive strength 1 at 15.91%
* Sequential element share of the synthesized area at between 50 and 60%
* Final Hold Viols at 0
* Later-pin clock latency in the skew report at about 250 ps
* Site Rows at 29
* CP Launch Type: flop
* Drt drc at 0
* Die area at roughly 10000 µm²
* CTS Root Cell: clkbuf_8
* DP HPWL at approximately 1300 µm
* Yosys reg bits at 20
* Sw Ratio at approximately 21%
* FF-to-FF Start: tx_data_count[0]$_SDFFCE_PN0P_
* Port Buffers at 12
* Post-route cell area at roughly 1200 µm²
* Required @ worst endpoint at 2590 ps
* Distinct lib cells at 29
* Max cap viols at 0
* Hold Path Origin: state[3]$_DFF_P_
* Pre-CTS setup slack at between 500 and 600 ps
* DP Area at about 1200 µm²
* Hold crit path type: reg2reg
* Post-Syn Area per Cell at roughly 13 µm²
* DR vias/cell at roughly 3.7
* Starting Density at ~15%
* Overall Global Routing Usage at 3.385%
* Synth async-reset ratio at 0%
* Max clock buf depth at 2
* Final hold slack at ~530 ps
* Arrival time worst endpoint at about 2100 ps
* Crit. End Element: flop
* Final core utilization at 19.31%
* Worst path top cell family by delay: simple AND/OR/NAND/NOR gates
* Number of enable flip-flop cells at 16
* NetSw at 130.9 µW
* Post-layout min period at approximately 2200 ps
* Flop area at roughly 560 µm²
* Area growth, synth to finish at 26.29%
* Worst Path Max Fanout at 3
* Post-synthesis cell count at 74
* Pin count of the biggest net entering global routing at 21
* Final worst setup slack at just over 500 ps
* Post CTS Setup Buffer Count at 0
* Buf+Inv Stages, Crit Path at 0
* Via count at roughly 600
* Sequential power share at 58.4%
* CTS Buf Count at 3
* Slowest CP cell: or4b_1
* Cell count after placement at between 150 and 200
* Setup violators final at 0
* Ys cells at 74
* # diodes at 0
* Antenna-violating nets left at 0
* Wire length per cell at 10.10 µm
* Max-slew violation count at 0
* Reg2reg setup slack at approximately 520 ps
* Worst VDD drop at around 0.18 mV
* RSZ-0062 raised after global routing: no
* Cell leakage power at 0.4240 nW
* YS chip area at between 900 and 1000 µm²
* Wire length of the first global-routing pass at approximately 2800 µm
* Setup tns final at 0 ps
* Rel. slew slack at between 50% and 60%
* Clock skew at approximately 4.7 ps
* Dominant register cell: edfxtp_1
* Remaining Overflow, GRT at 0
* Crit path kind: reg2reg
* Non-filler cells in the finished layout at roughly 170
* Setup crit start: tx_data_count[0]$_SDFFCE_PN0P_
* CTS resizes at 0
* Worst path most repeated cell: ha_1
* H-tree depth at 1
* Vias in the first global route at around 580
* Worst-Margin Slew at between 600 and 700 ps
* Final period util at 80.89%
* Core area at ~6300 µm²
-- power by group through the flow --
stage | logic [mW] | clock network, mW | registers [mW]
CTS | 0.0706 | 0.204 | 0.369
global route | 0.0778 | 0.213 | 0.373
finish | 0.0689 | 0.194 | 0.369
-- per-layer routing --
metal	up-vias	global-route usage, %	routed length, µm
met3	2	1.386	85
met1	285	5.160	885
li1	306	-	-
met4	0	0.2144	8
met2	10	4.570	687
met5	-	0	0
-- cell usage after synthesis (2+ instances only) --
cell type  number  area (µm²)
nand2_1         4       15.01
dfxtp_1         4       80.08
nor2b_1         2       12.51
inv_1           4       15.01
and2_1          2       12.51
nor2_1          2       7.510
nand2b_1        2       12.51
nor4_1          2       12.51
a21oi_1         2       10.01
edfxtp_1       16       480.5
ha_1            4       50.05
mux2i_1         4       40.04
a211oi_1        3       22.52
buf_2           2       10.01
mux2_2          7       78.83
-- tightest hold or removal path, delay by kind of cell, from the launching register on --
| kind | cells | cell delay [ps] |
|---|---|---|
| muxes | 1 | 60 |
| DFF | 1 | 350 |
| and+or+nand+nor | 1 | 70 |
-- area by class of cell --
type | instances | area share [%]
Clock buffer | 4 | 3.673
Inverter | 4 | 1.224
Multi-Input combinational cell | 47 | 31.12
Sequential cell | 20 | 45.71
Tap cell | 77 | 7.857
Timing Repair Buffer | 13 | 10.41
-- state kept, by name (all words and copies together) (netlist names) --
signal / cells
state: 4
sampling_phase: 4
tx_data_count: 3
data_shift_register: 8
RsTx: 1
-- cells in the final DEF, fill, tap and decap left out, types with 2 or more instances in the layout --
| cell type | n |
|---|---|
| edfxtp_1 | 16 |
| clkdlybuf4s50_1 | 12 |
| mux2_2 | 7 |
| inv_1 | 4 |
| nand2_1 | 4 |
| mux2i_1 | 4 |
| ha_1 | 4 |
| dfxtp_1 | 4 |
| a211oi_1 | 3 |
| clkbuf_8 | 3 |
| nand2b_1 | 2 |
| a21oi_1 | 2 |
| nor4_1 | 2 |
| and2_1 | 2 |
| nor2_1 | 2 |
| nor2b_1 | 2 |
-- worst paths after layout --
path | cells past startpoint | endpoint
worst max-delay path | 4 | tx_data_count[2]$_SDFFCE_PN0P_
worst min-delay path | 2 | state[3]$_DFF_P_
worst max register to register | 4 | tx_data_count[2]$_SDFFCE_PN0P_
worst min register to register | 2 | state[3]$_DFF_P_
-- logic make-up (layout without fill, tap and decap cells) --
| kind of cell | after synthesis | in the layout | synth area share, % |
|---|---|---|---|
| AND-OR/OR-AND | 8 | 8 | 6.186 |
| XOR/XNOR | 1 | 1 | 0.9022 |
| adder cells (fa/ha/maj) | 4 | 4 | 5.155 |
| buffers and inverters | 7 | 21 | 2.963 |
| flip-flops | 20 | 20 | 57.73 |
| multiplexers | 11 | 11 | 12.24 |
| AND/OR/NAND/NOR | 23 | 23 | 14.82 |
Power figures rest on the tool's default switching activity, not on a simulated workload.
